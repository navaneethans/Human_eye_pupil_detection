## ./config.mk

```make
export PLATFORM = sky130hd
export DESIGN_NAME = logic_OR
export DESIGN_NICKNAME = logic_OR
export VERILOG_FILES = /design/flow/design.v
export SDC_FILE = /design/flow/constraint.sdc
export NUM_CORES = 4
export LEC_CHECK = 1
export CORE_UTILIZATION = 40
```

## ./design.v

```verilog
`timescale 1ns / 1ps
module line_buffer #
	(
	parameter clock_cycles = 317,
	parameter data_width = 8
	)
	(
	input [data_width-1:0] 	data_in,
	input 			clock_enable,
	input 			clock,
	output [data_width-1:0] data_out,
	output reg line_valid
	);
   reg [clock_cycles-1:0] shift_reg [data_width-1:0];
   integer j;
   initial 
	for(j=0;j<clock_cycles;j=j+1)
		shift_reg[j] = 0 ;
   genvar i;
   generate
      for (i=0; i < data_width; i=i+1) 
      begin: label
         always @(posedge clock)
            if (clock_enable)
              begin
                 shift_reg[i] <= {shift_reg[i][clock_cycles-2:0], data_in[i]};
                 line_valid <= 1'b1;
              end
           else
                  line_valid <= 1'b0;
         assign data_out[i] = shift_reg[i][clock_cycles-1];
      end
   endgenerate
endmodule
`timescale 1ns / 1ps
module logic_OR #(
	                 parameter data_width= 8,
	                 parameter clock_cycle = 317
	              )
	            ( input clock, input rst_n, data_valid ,input [7:0] data_in, output [7:0] data_out, output data_out_valid ); 
  reg [7:0] Pixel_1, Pixel_2, Pixel_3, Pixel_4, Pixel_5, Pixel_6, Pixel_7, Pixel_8, Pixel_9; 
 	reg [data_width-1:0] dly_data ;
	reg 	  dly0 ;
	reg 	  dly1 ;
 	wire 	 ex_valid ;
  wire  window_valid;
	wire [data_width-1:0] P1;
	wire [data_width-1:0] P2;
	wire [data_width-1:0] P3;
	wire [data_width-1:0] P4;
	wire [data_width-1:0] P5;
	wire [data_width-1:0] P6;
	wire [data_width-1:0] P7;
	wire [data_width-1:0] P8;
	wire [data_width-1:0] P9;
	assign data_out_valid = window_valid;
	always @(posedge clock)
		if(!rst_n) begin 
			dly0 <= 0 ;
			dly1 <= 0 ;
			dly_data <= 0 ;
		end 
		else begin 
			dly0 <= data_valid ;
			dly1 <= dly0 ;
			dly_data <= data_in ;
		end 
	assign ex_valid = (data_valid) ? data_valid : dly1 ;
	sliding_window #(
		.data_width(data_width),
		.clock_cycle(317)
	) 
	image_window_nms (
		.clk(clock),
		.rst_n(rst_n),
		.data_in_valid(ex_valid),
		.data_in(dly_data),
		.data_out_valid(window_valid),
		.P1(P1),
		.P2(P2),
		.P3(P3),
		.P4(P4),
		.P5(P5),
		.P6(P6),
		.P7(P7),
		.P8(P8),
		.P9(P9)
	);
 always@(posedge clock)
 begin 
 if(!rst_n) 
 begin
 Pixel_1 <= 8'd1;
 Pixel_2 <= 8'd1;
 Pixel_3 <= 8'd1; 
 Pixel_4 <= 8'd1;
 Pixel_5 <= 8'd1;
 Pixel_6 <= 8'd1;
 Pixel_7 <= 8'd1; 
 Pixel_8 <= 8'd1;
 Pixel_9 <= 8'd1; 
 end 
 else if(window_valid)
 begin 
 Pixel_1 <=  P1; 
 Pixel_2 <= P2;
 Pixel_3 <= P3; 
 Pixel_4 <= P4; 
 Pixel_5 <=  P5;
 Pixel_6 <=  P6;
 Pixel_7 <=  P7; 
 Pixel_8 <=  P8; 
 Pixel_9 <=  P9; 
 end 
 end
  assign data_out = (Pixel_9 | Pixel_8 | Pixel_7 | Pixel_6 | Pixel_5 | Pixel_4 | Pixel_3 | Pixel_2 | Pixel_1);  
 endmodule 
`timescale 1ns / 1ps
module sliding_window #(
	parameter data_width= 8,
	parameter clock_cycle = 317
	)
	(
	input 		clk,
	input 		rst_n,
	input		data_in_valid,
	input  [data_width-1:0] data_in,
	output	  reg  data_out_valid,
	output [data_width-1:0] P1,
	output [data_width-1:0] P2,
	output [data_width-1:0] P3,
	output [data_width-1:0] P4,
	output [data_width-1:0] P5,
	output [data_width-1:0] P6,
	output [data_width-1:0] P7,
	output [data_width-1:0] P8,
	output [data_width-1:0] P9
   );
	reg 		data_valid_p9;
	reg 		data_valid_p8;
	reg 		data_valid_p7;
	reg 		data_valid_p6;
	reg 		data_valid_p5;
	reg 		data_valid_p4;
	reg 		data_valid_p3;
	reg 		data_valid_p2;
	reg 		data_valid_p1;	
	reg [data_width-1:0]	p1;
	reg [data_width-1:0]	p2;
	reg [data_width-1:0]	p3;
	reg [data_width-1:0]	p4;
	reg [data_width-1:0]	p5;
	reg [data_width-1:0]	p6;
	reg [data_width-1:0]	p7;
	reg [data_width-1:0]	p8;
	reg [data_width-1:0]	p9;
	wire 		data_valid_line1;
	wire 		data_valid_line2;
	wire [data_width-1:0]	line1_out;
	wire [data_width-1:0]	line2_out;
	assign P1 = p1;
	assign P2 = p2;
	assign P3 = p3;
	assign P4 = p4;
	assign P5 = p5;
	assign P6 = p6;
	assign P7 = p7;
	assign P8 = p8;
	assign P9 = p9;
	always@(posedge clk)
	begin
	  if(!rst_n)
	    begin
	      data_out_valid <= 1'b0;
	    end
	   else if(data_in_valid)
	     begin
	      data_out_valid <= 1'b1;
	      end
	    else
	      data_out_valid <= 1'b0;
	 end
   always @(posedge clk)
   begin
    if (!rst_n) 
    begin
         p9 <= 1'b0;
			   data_valid_p9 <= 0;
    end 
		else if (data_in_valid) 
		begin
         p9 <= data_in;
			   data_valid_p9 <= 1;
    end
    else 
     begin 
			   p9 <= 0 ;
         data_valid_p9 <= 0;
     end 
   end
   always @(posedge clk)
   begin
      if (!rst_n) 
      begin
         p8 <= 1'b0;
	       data_valid_p8 <= 0;
      end 
      else if (data_valid_p9) 
      begin
         p8 <= p9;
	       data_valid_p8 <= 1;
      end
      else 
      begin 
	       p8 <= 0 ;
	       data_valid_p8 <= 0 ;
      end 
    end		
   always @(posedge clk)
   begin
      if (!rst_n)
      begin
         p7 <= 1'b0;
	       data_valid_p7 <= 0;
      end
      else if (data_valid_p8) 
      begin
         p7 <= p8;
	       data_valid_p7 <= 1;
      end	
      else
       begin 
	       p7 <= 0 ;
	       data_valid_p7 <= 0 ;
     end
   end
	wire line1_valid_out;
	line_buffer #(
		.clock_cycles(clock_cycle),
		.data_width(data_width)
	) 
	buffer_1(
		.data_in( p7),  
		.clock_enable(data_valid_p7), 
		.clock(clk), 
		.data_out(line1_out),
		.line_valid(line1_valid_out)
	);
   always @(posedge clk)
   begin
      if (!rst_n) 
      begin
         p6 <= 1'b0;
	       data_valid_p6 <= 0;
      end 
      else if (line1_valid_out) 
      begin
         p6 <= line1_out;
	       data_valid_p6 <= 1;
      end
      else
       begin 
        	p6 <= 0 ;	
	       data_valid_p6 <= 0 ;
      end 
    end
   always @(posedge clk)
   begin
      if(!rst_n) 
      begin
         p5 <= 1'b0;
	       data_valid_p5 <= 0;
      end 
      else if (data_valid_p6) 
      begin
         p5 <= p6;
	       data_valid_p5 <= 1;
      end
      else
      begin 
	       p5 <= 0 ;
	       data_valid_p5 <= 0 ;
      end 
  end		
   always @(posedge clk)
   begin
      if (!rst_n) 
      begin
         p4 <= 1'b0;
	       data_valid_p4 <= 0;
      end 
      else if (data_valid_p5) 
      begin
         p4 <= p5;
	       data_valid_p4 <= 1;
      end	
      else 
      begin 
       p4 <= 0 ;
       data_valid_p4 <= 0 ;
      end 
  end
	wire line2_valid_out;
	line_buffer #(
		.clock_cycles(clock_cycle),
		.data_width(data_width)
	) 
	buffer_2(
		.data_in( p4 ), 
		.clock_enable(data_valid_p4), 
		.clock(clk), 
		.data_out(line2_out),
		.line_valid(line2_valid_out)
	);
   always @(posedge clk)
   begin
      if (!rst_n) 
      begin
         p3 <= 1'b0;
			   data_valid_p3 <= 0;
      end 
      else if (line2_valid_out)
       begin
         p3 <= line2_out;
			   data_valid_p3 <= 1;
      end
	    else  
	    begin 
	       p3 <= 0;
	       data_valid_p3 <= 0;
	    end
	 end 
   always @(posedge clk)
   begin
      if (!rst_n) 
      begin
         p2 <= 1'b0;
			   data_valid_p2 <= 0;
      end 
      else if (data_valid_p3)
      begin
         p2 <= p3;
			   data_valid_p2 <= 1;
      end		
      else
      begin 
			   p2 <= 0 ;
			   data_valid_p2 <= 0 ;	
      end
  end 
   always @(posedge clk)
   begin
      if (!rst_n) 
      begin
         p1 <= 1'b0;
			   data_valid_p1 <= 0;
      end 
      else if (data_valid_p2) 
      begin
         p1 <= p2;
			   data_valid_p1 <= 1;
      end
      else  
      begin 
			   p1 <= 0 ; 
			   data_valid_p1 <= 0 ;
      end 
  end	
endmodule
```

## ./run.sh

```bash
#!/bin/bash
# OpenROAD 26Q1-2900-gdf79404cd8, Yosys 0.63+post, stock flow scripts
make -C /OpenROAD-flow-scripts/flow DESIGN_CONFIG=/design/flow/config.mk WORK_HOME=/design/flow/orfs finish
```

## ./constraint.sdc

```tcl
current_design logic_OR

set clk_period 93.6
set clk_io_pct 0.2

create_clock -name clk0 -period $clk_period [get_ports {clock}]

set non_clock_inputs [all_inputs -no_clocks]
set_input_delay [expr $clk_period * $clk_io_pct] -clock clk0 $non_clock_inputs
set_output_delay [expr $clk_period * $clk_io_pct] -clock clk0 [all_outputs]
```

==> results.toml <==
# physical design summary
[pwr]
leakagePower_nw = 41.5
power.total_w = 0.00447
ir_worst_vdd_v = 0.0000168
powerDensity_mw_per_mm2 = 24.7

[placement]
dp_hpwl_mm = 72.6
portBuffers = 19
place_congestion = 0.750

[cts]
ctsResizeCount = 0
clk_pin_slew_ns = 0.06
cts_tree = "done"
cts_hold_buffers = 0
cts-root-buf = "clkbuf_16"
clk_latency_ns = 0.95
clockBufferDepth = 4
cts_buffers = 477
h-tree-depth = 5
cts_sinks = 5236
post_cts_buffers = 0

[grt]
grt_pass1_wl_mm = 289
grt_start_max_net_pins = 168
grt_antenna_before_repair = 6
overflow = 0
grt_pass1_vias = 53571
globalRouteTotalUtil_pct = 10.0

[finish]
drive_above_1_share_pct = 12.1
utilization_pct = 46.0
areaGrowthSynthToFinish_pct = 14.5

[drt]
drtAntennaViolNets = 0
wl_per_cell_um = 15.2
drt_iter0_markers = 3920
drc = 0
vias_per_cell = 4.43
vias = 51931
totalWireLength_mm = 178
drtPass1Iterations = 7

[job]
tool_warnings = 62
cap_violations = 0

[yosys]
synthXorXnorAreaFrac_pct = 0
ys_ff = 5236
synth_seq_share_pct = 98.7
synth.area.mux_share_pct = 0.457
yosys_warnings = 6
syn-cell-area_mm2 = 0.158
syn_area_per_cell_um2 = 28.5
synth_chip_area_mm2 = 0.158
logic_family = "simple AND/OR/NAND/NOR gates"
yosysCellCount = 5528
synth_cell_type_count = 18
aoi_share_pct = 0.00476
synth-adder-area-share_pct = 0
ys_sh_simple_pct = 0.726
synthCells = 5528

[die]
ios = 20
chip_area_mm2 = 0.397
core_mm2 = 0.393
chipWidth_um = 630
fp-utilization_pct = 40.2
rows = 230
die_height_um = 630

[final_timing]
final_max_slew_viol_count = 0
max_slew.worst_pin.slew_ns = 0.867
timing.fmax_mhz = 47.0
fin_skew_ns = 0.0583
slew_headroom_pct = 42.2
rsz0062_at_grt = "no"
finalHoldViolCount = 0
tns_ns = 0
fin_crit_ns = 21.26
finalClockPeriodUsage_pct = 22.7
setup_viol = 0

[worst_setup_path]
crit_chain = "clkdlybuf4s50_1"
worstSetupStartpointType = "register"
critPathSlowestCell = "clkdlybuf4s50_1"
slowest_delay_ns = 0.94
critPathMaxFanout = 31
worstPathRequired_ns = 74.88
worstPathArrival_ns = 2.54
cp_num_buf_inv = 1
cp-end-kind = "primary output"
worst_path_dominant_cell_family = "buffers and inverters"
crit_type = "reg -> out"

[outcome]
status = "finished, final reports clean"

[hold_path]
hp-class = "reg -> reg"
[Yosys cell counts]
library cell | n | area, um2
and2_1 | 25 | 156
and3_1 | 64 | 400
buf_2 | 3 | 15.0
buf_4 | 2 | 15.0
buf_6 | 2 | 22.5
buf_8 | 7 | 105
clkbuf_1 | 8 | 30.0
clkbuf_2 | 4 | 20.0
dfxtp_1 | 164 | 3280
edfxtp_1 | 5072 | 152000
mux2i_1 | 72 | 721
nand2_1 | 9 | 33.8
nand3_1 | 8 | 40.0
nor2_1 | 8 | 30.0
nor2b_1 | 63 | 394
nor3_1 | 8 | 40.0
nor4_1 | 8 | 50.1
o21a_1 | 1 | 7.51
[layer usage]
layer	part of all wire, %	GRT usage (%)	up-vias
li1	-	-	23549
met1	45	17.1	25920
met4	2.9	2.56	0
met5	0	0	-
met3	15	7.69	412
met2	37	11.1	2050
[cells in the final DEF, fill, tap and decap left out, types with 10 or more instances in the layout]
master | synthesis | final
and2_1 | 25 | 25
and3_1 | 64 | 64
buf_4 | 2 | 75
bufinv_16 | 0 | 49
clkbuf_1 | 8 | 89
clkbuf_16 | 0 | 481
clkbuf_8 | 0 | 13
clkdlybuf4s50_1 | 0 | 18
clkinv_1 | 0 | 105
clkinv_16 | 0 | 10
clkinv_2 | 0 | 107
clkinvlp_4 | 0 | 12
dfxtp_1 | 164 | 158
edfxtp_1 | 5072 | 5072
mux2i_1 | 72 | 72
nor2b_1 | 63 | 63
[cells by family after synthesis]
| kind of cell | Yosys count |
|---|---|
| buf+inv | 26 |
| simple gates | 193 |
| compound gates | 1 |
| flops | 5236 |
| mux | 72 |
[layout make-up]
type                            count  area, um2
Timing Repair Buffer              102        923
Multi-Input combinational cell    266       1870
Fill cell                       31151     212000
Sequential cell                  5236     156000
Antenna cell                        7       17.5
Clock buffer                      583      12500
Tap cell                         5220       6530
Clock inverter                    310       3070
[through the flow]
step	hold WS [ns]	instances	area [um2]	worst slack (ns)
finish	0.364	11724	181000	72.34
global placement	0.400	10824	165000	73.09
floorplan	0.400	5528	158000	31.26
CTS	0.347	11717	181000	72.04
detailed placement	0.405	10824	165000	73.01
global route	0.362	11720	181000	72.15
[where the power goes]
part	switching, W	internal [W]
sequential	0.00000262	0.00254
clock	0.000809	0.00109
combinational	0.0000163	0.00000316
total	0.000828	0.00364
[worst reg2reg max path: cells and delay by family (launching register included)]
kind     cells  cell delay [ns]
buf+inv      7             4.77
flops        1             0.83
[final timing paths]
| kind | startpoint | end | slack (ns) | depth (start not counted) |
|---|---|---|---|---|
| worst max-delay path | image_window_nms.data_valid_p9 | data_out_valid | 72.34 | 1 |
| worst min-delay path | image_window_nms.buffer_1.shift_reg[4][232] | image_window_nms.buffer_1.shift_reg[4][233] | 0.36 | 0 |
| worst max register to register | image_window_nms.data_valid_p4 | image_window_nms.buffer_2.shift_reg[0][124] | 87.60 | 7 |
| worst min register to register | image_window_nms.buffer_1.shift_reg[4][232] | image_window_nms.buffer_1.shift_reg[4][233] | 0.36 | 0 |
No activity file was given, so power comes from the tool's default toggle rates.
