### ./design.v
module double_threshold#(
	parameter data_width = 8,
	parameter line_width = 637
	)
	(
	input clock,
	input rst_n,
	input data_valid,
	input [data_width-1:0] data_in,
	output data_out_valid,
	output [data_width-1:0] data_out 
	);
	reg [data_width-1:0] result ;
	reg	  valid ;			
	reg [7:0] T_in ;
	reg [7:0] H_T ;
	reg [7:0] L_T ; 	
	reg [data_width-1:0] dly_data ;
	reg 	  dly0 ;
	reg 	  dly1 ;
 	wire 	 ex_valid ;
	wire  window_valid;
	wire [data_width-1:0] P1;
	wire [data_width-1:0] P2;
	wire [data_width-1:0] P3;
	wire [data_width-1:0] P4;
	wire [data_width-1:0] P5;
	wire [data_width-1:0] P6;
	wire [data_width-1:0] P7;
	wire [data_width-1:0] P8;
	wire [data_width-1:0] P9;
	assign data_out = result;
	assign data_out_valid = window_valid;
	always @(posedge clock)
		if(!rst_n) begin 
			dly0 <= 0 ;
			dly1 <= 0 ;
			dly_data <= 0 ;
		end 
		else begin 
			dly0 <= data_valid ;
			dly1 <= dly0 ;
			dly_data <= data_in ;
		end 
	assign ex_valid = (data_valid) ? data_valid : dly1 ;
	sliding_window #(
		.data_width(data_width),
		.clock_cycle(637)
	) 
	image_window_nms (
		.clk(clock),
		.rst_n(rst_n),
		.data_in_valid(ex_valid),
		.data_in(dly_data),
		.data_out_valid(window_valid),
		.P1(P1),
		.P2(P2),
		.P3(P3),
		.P4(P4),
		.P5(P5),
		.P6(P6),
		.P7(P7),
		.P8(P8),
		.P9(P9)
	);
	always@(posedge clock) 
		if(!rst_n) begin 
			H_T    <= 8'hFF;  
			L_T    <= 8'hFF;  
			T_in   <= 0;
		end 
		else if(data_valid) begin	
			T_in <= (data_in[7:0] > T_in ) ? data_in[7:0] : T_in ;
			H_T  <= T_in/10;
			L_T  <= {1'b0,H_T[7:1]};
		end 
	always@(posedge clock)
	begin
		if(!rst_n) 
		begin
			result <= P9[7:0] | P8[7:0] | P7[7:0] | P4[7:0] ;  
		end 
		else if(window_valid)  
		begin 
			valid <= window_valid ;
			if(P5<L_T) 
			begin
				result <=8'h00;
			end
			else if (P5[7:0]>H_T) 
			begin
				result <=8'hFF;
			end
				else 
				begin
					result <= 8'h00;
				end
		end 
		else 
			valid <= window_valid ;
  end
endmodule
`timescale 1ns / 1ps
module line_buffer #
	(
	parameter clock_cycles = 317,
	parameter data_width = 8
	)
	(
	input [data_width-1:0] 	data_in,
	input 			clock_enable,
	input 			clock,
	output [data_width-1:0] data_out,
	output reg line_valid
	);
   reg [clock_cycles-1:0] shift_reg [data_width-1:0];
   integer j;
   initial 
	for(j=0;j<clock_cycles;j=j+1)
		shift_reg[j] = 0 ;
   genvar i;
   generate
      for (i=0; i < data_width; i=i+1) 
      begin: label
         always @(posedge clock)
            if (clock_enable)
              begin
                 shift_reg[i] <= {shift_reg[i][clock_cycles-2:0], data_in[i]};
                 line_valid <= 1'b1;
              end
           else
                  line_valid <= 1'b0;
         assign data_out[i] = shift_reg[i][clock_cycles-1];
      end
   endgenerate
endmodule
`timescale 1ns / 1ps
module sliding_window #(
	parameter data_width= 8,
	parameter clock_cycle = 317
	)
	(
	input 		clk,
	input 		rst_n,
	input		data_in_valid,
	input  [data_width-1:0] data_in,
	output	  reg  data_out_valid,
	output [data_width-1:0] P1,
	output [data_width-1:0] P2,
	output [data_width-1:0] P3,
	output [data_width-1:0] P4,
	output [data_width-1:0] P5,
	output [data_width-1:0] P6,
	output [data_width-1:0] P7,
	output [data_width-1:0] P8,
	output [data_width-1:0] P9
   );
	reg 		data_valid_p9;
	reg 		data_valid_p8;
	reg 		data_valid_p7;
	reg 		data_valid_p6;
	reg 		data_valid_p5;
	reg 		data_valid_p4;
	reg 		data_valid_p3;
	reg 		data_valid_p2;
	reg 		data_valid_p1;	
	reg [data_width-1:0]	p1;
	reg [data_width-1:0]	p2;
	reg [data_width-1:0]	p3;
	reg [data_width-1:0]	p4;
	reg [data_width-1:0]	p5;
	reg [data_width-1:0]	p6;
	reg [data_width-1:0]	p7;
	reg [data_width-1:0]	p8;
	reg [data_width-1:0]	p9;
	wire 		data_valid_line1;
	wire 		data_valid_line2;
	wire [data_width-1:0]	line1_out;
	wire [data_width-1:0]	line2_out;
	assign P1 = p1;
	assign P2 = p2;
	assign P3 = p3;
	assign P4 = p4;
	assign P5 = p5;
	assign P6 = p6;
	assign P7 = p7;
	assign P8 = p8;
	assign P9 = p9;
	always@(posedge clk)
	begin
	  if(!rst_n)
	    begin
	      data_out_valid <= 1'b0;
	    end
	   else if(data_in_valid)
	     begin
	      data_out_valid <= 1'b1;
	      end
	    else
	      data_out_valid <= 1'b0;
	 end
   always @(posedge clk)
   begin
    if (!rst_n) 
    begin
         p9 <= 1'b0;
			   data_valid_p9 <= 0;
    end 
		else if (data_in_valid) 
		begin
         p9 <= data_in;
			   data_valid_p9 <= 1;
    end
    else 
     begin 
			   p9 <= 0 ;
         data_valid_p9 <= 0;
     end 
   end
   always @(posedge clk)
   begin
      if (!rst_n) 
      begin
         p8 <= 1'b0;
	       data_valid_p8 <= 0;
      end 
      else if (data_valid_p9) 
      begin
         p8 <= p9;
	       data_valid_p8 <= 1;
      end
      else 
      begin 
	       p8 <= 0 ;
	       data_valid_p8 <= 0 ;
      end 
    end		
   always @(posedge clk)
   begin
      if (!rst_n)
      begin
         p7 <= 1'b0;
	       data_valid_p7 <= 0;
      end
      else if (data_valid_p8) 
      begin
         p7 <= p8;
	       data_valid_p7 <= 1;
      end	
      else
       begin 
	       p7 <= 0 ;
	       data_valid_p7 <= 0 ;
     end
   end
	wire line1_valid_out;
	line_buffer #(
		.clock_cycles(clock_cycle),
		.data_width(data_width)
	) 
	buffer_1(
		.data_in( p7),  
		.clock_enable(data_valid_p7), 
		.clock(clk), 
		.data_out(line1_out),
		.line_valid(line1_valid_out)
	);
   always @(posedge clk)
   begin
      if (!rst_n) 
      begin
         p6 <= 1'b0;
	       data_valid_p6 <= 0;
      end 
      else if (line1_valid_out) 
      begin
         p6 <= line1_out;
	       data_valid_p6 <= 1;
      end
      else
       begin 
        	p6 <= 0 ;	
	       data_valid_p6 <= 0 ;
      end 
    end
   always @(posedge clk)
   begin
      if(!rst_n) 
      begin
         p5 <= 1'b0;
	       data_valid_p5 <= 0;
      end 
      else if (data_valid_p6) 
      begin
         p5 <= p6;
	       data_valid_p5 <= 1;
      end
      else
      begin 
	       p5 <= 0 ;
	       data_valid_p5 <= 0 ;
      end 
  end		
   always @(posedge clk)
   begin
      if (!rst_n) 
      begin
         p4 <= 1'b0;
	       data_valid_p4 <= 0;
      end 
      else if (data_valid_p5) 
      begin
         p4 <= p5;
	       data_valid_p4 <= 1;
      end	
      else 
      begin 
       p4 <= 0 ;
       data_valid_p4 <= 0 ;
      end 
  end
	wire line2_valid_out;
	line_buffer #(
		.clock_cycles(clock_cycle),
		.data_width(data_width)
	) 
	buffer_2(
		.data_in( p4 ), 
		.clock_enable(data_valid_p4), 
		.clock(clk), 
		.data_out(line2_out),
		.line_valid(line2_valid_out)
	);
   always @(posedge clk)
   begin
      if (!rst_n) 
      begin
         p3 <= 1'b0;
			   data_valid_p3 <= 0;
      end 
      else if (line2_valid_out)
       begin
         p3 <= line2_out;
			   data_valid_p3 <= 1;
      end
	    else  
	    begin 
	       p3 <= 0;
	       data_valid_p3 <= 0;
	    end
	 end 
   always @(posedge clk)
   begin
      if (!rst_n) 
      begin
         p2 <= 1'b0;
			   data_valid_p2 <= 0;
      end 
      else if (data_valid_p3)
      begin
         p2 <= p3;
			   data_valid_p2 <= 1;
      end		
      else
      begin 
			   p2 <= 0 ;
			   data_valid_p2 <= 0 ;	
      end
  end 
   always @(posedge clk)
   begin
      if (!rst_n) 
      begin
         p1 <= 1'b0;
			   data_valid_p1 <= 0;
      end 
      else if (data_valid_p2) 
      begin
         p1 <= p2;
			   data_valid_p1 <= 1;
      end
      else  
      begin 
			   p1 <= 0 ; 
			   data_valid_p1 <= 0 ;
      end 
  end	
endmodule
### ./run.sh
#!/bin/bash
# OpenROAD 26Q1-2900-gdf79404cd8, Yosys 0.63+post, stock flow scripts
make -C /OpenROAD-flow-scripts/flow DESIGN_CONFIG=/design/flow/config.mk WORK_HOME=/design/flow/orfs finish
### ./config.mk
export PLATFORM = sky130hd
export DESIGN_NAME = double_threshold
export DESIGN_NICKNAME = double_threshold
export VERILOG_FILES = /design/flow/design.v
export SDC_FILE = /design/flow/constraint.sdc
export NUM_CORES = 4
export LEC_CHECK = 1
export CORE_UTILIZATION = 50
### ./constraint.sdc
current_design double_threshold

set clk_period 249.8
set clk_io_pct 0.2

create_clock -name clk0 -period $clk_period [get_ports {clock}]

set non_clock_inputs [all_inputs -no_clocks]
set_input_delay [expr $clk_period * $clk_io_pct] -clock clk0 $non_clock_inputs
set_output_delay [expr $clk_period * $clk_io_pct] -clock clk0 [all_outputs]
==> reports/results.txt <==
Least-Margin Pin Slew: 0.989 ns
CP endpoint kind: output pin
Die Size: 316000 µm²
Yosys reg bits: 5187
CP max stage delay: 0.54 ns
Clk sink count: 5187
TritonRoute pass-1 iters: 5
Max Slew Vio Count: 0
Hold Slack: 0.372 ns
Top cells by area: edfxtp_1, dfxtp_1, ha_1
Dpl hpwl: 62400 µm
Final core occ: 57.1%
GRT overflow: 0
H-tree Lvls: 5
P&R area growth vs syn: 13.6%
Worst Min Path Start: image_window_nms.buffer_1.shift_reg[1][91]
Setup CP Type: reg -> out
PwrDens: 9.30 nW/µm²
CTS Buf Count: 483
IO Pins: 20
Worst hold path class: reg -> reg
Critical path, cell by cell: clkdlybuf4s50_1
Routed Antenna Nets: 0
Tmin final: 51.94 ns
Row count: 205
Most common cell in the synthesized netlist: edfxtp_1
Crit path DAT: 1.98 ns
Slew headroom: 33.4%
Die span in y: 562 µm
Layout cell share with drive strength beyond 1: 11.4%
# hold bufs at CTS: 0
Pin count of the biggest net entering global routing: 156
Critical path required time: 199.84 ns
Total Routing Usage GR: 12.2%
Clock transition at path regs: 0.06 ns
Finish-stage setup viols: 0
Min-Delay Endpoint: image_window_nms.buffer_1.shift_reg[1][92]
Resized cells post-CTS: 0
Crit path buffers/inverters: 1
Clock Path Buffers: 4
Max Cap Viol: 0
Port Buffers: 19
Most frequent cells after synthesis: edfxtp_1, dfxtp_1, and3_1
Yosys warning tally: 5
Worst setup SP type: register
CP max FO: 11
Remaining routing DRC violations: 0
First-pass GRT wire length: 275000 µm
Slowest cell on crit path: clkdlybuf4s50_1
Seq/Total Area, Yosys: 98.8%
Syn_area_per_cell: 28.7 µm²
Reg2Reg Depth: 9
RSZ-0062 raised after global routing: no
Fill cells: 21600
Vias in the first global route: 52800
Number of flops mapped to enable cells by yosys: 5104
Yosys cell count: 5455
Core area: 312000 µm²
R2R Setup Slk: 242.37 ns
Worst r2r src: image_window_nms.data_valid_p7
Commonest flop: edfxtp_1
Fp util: 50.3%
Vias per cell: 4.86
Hold depth: 0
Wire length per cell: 15.6 µm
Max reg flops: 5096
Outcome: complete, no violations
Peak VDD IR: 6.97 µV
Die width: 562 µm
WL final: 165000 µm
Post-synthesis cell count: 5455
Final GP Congestion: 0.762
Period utilization: 20.8%
DRT iter0 DRCs: 3977
Static leakage: 40.1 nW
Root buffer cell: clkbuf_16
Latency at later pin: 0.94 ns
Yosys stat area: 157000 µm²
Area leader, netlist: edfxtp_1
Antenna violations before repair: 2
Distinct cells, synth: 48
Top area contributor share: 97.8%
Clk_skew: 0.0564 ns
Final hold violation count: 0
Tool warning count: 53
FFs w/ async S/R, synth: 0%
CTS tree: done
Crit-path leading delay family: buffers and inverters
Vias: 51300
Sum Neg Setup Slack: 0 ns
Mapped cell area: 157000 µm²
Post-CTS setup buffer count: 0
R2R Path End: image_window_nms.buffer_1.shift_reg[3][285]
Fmax: 19.3 MHz
[logic make-up after synthesis]
logic type	synth area share, %
DFF	98.8
and+or+nand+nor	0.463
buffers and inverters	0.109
AOI/OAI and AO/OA	0.338
adders and majority gates	0.196
xor gates and xnor gates	0.00559
muxes	0.0575
[power breakdown]
part	total [mW]	internal [mW]	switching [mW]
combinational	0.0121	0.00200	0.0101
clock	0.695	0.395	0.299
sequential	0.950	0.949	0.000825
total	1.66	1.35	0.310
[metrics by stage]
| stage | std cells | setup slack (ns) | power (mW) | instance area (µm²) |
|---|---|---|---|---|
| 3_5_place_dp | 9663 | 197.67 | 0.981 | 163000 |
| 5_1_grt | 10600 | 197.75 | 1.72 | 178000 |
| 2_1_floorplan | 5455 | 124.94 | 1.09 | 157000 |
| 6_report | 10600 | 197.86 | 1.66 | 178000 |
| 4_1_cts | 10600 | 197.76 | 1.69 | 178000 |
| 3_3_place_gp | 9663 | 197.63 | 0.980 | 163000 |
[layer usage]
metal	wire length, µm	track usage [%]	part of all wire [%]	vias to the layer above
li1	-	-	-	23400
met1	78700	25.6	48	25700
met2	58700	12.4	36	1909
met3	22700	8.30	14	364
met4	4660	3.26	2.8	2
met5	13	0	0.0079	-
[placed cells by master (no fill, tap or decap), drive strengths merged, types with 18 or more instances in the layout]
cell,count
clkinv,235
edfxtp,5104
bufinv,37
buf,70
inv,28
and3,40
clkdlybuf4s50,18
and2,22
dfxtp,83
ha,23
clkbuf,605
[worst max-delay path by stage]
| stage | cells past startpoint | from | end | slack, ns |
|---|---|---|---|---|
| CTS | 1 | image_window_nms.data_out_valid | data_out_valid | 197.76 |
| global route | 1 | image_window_nms.data_out_valid | data_out_valid | 197.75 |
| finish | 1 | image_window_nms.data_out_valid | data_out_valid | 197.86 |
[area by class of cell]
| class | instances | area (µm²) | share of cell area [%] |
|---|---|---|---|
| diodes | 1 | 2.50 | 0.00141 |
| multi-input cells | 229 | 1660 | 0.933 |
| clock buffers | 605 | 12500 | 7.04 |
| flip-flops and latches | 5187 | 155000 | 87.0 |
| well taps | 4140 | 5180 | 2.91 |
| inverters | 19 | 71.3 | 0.0400 |
| repair buffers | 88 | 866 | 0.486 |
| clock inverters | 295 | 2830 | 1.59 |
Power is estimated from default activity; no workload was simulated.
