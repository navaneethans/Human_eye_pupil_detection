==> ./design.v <==
module dilation #(
	                 parameter data_width= 8,
	                 parameter clock_cycle = 317
	              )
	            ( input clock, input rst_n, data_valid ,input [7:0] data_in, output [7:0] data_out, output data_out_valid ); 
  reg [7:0] Pixel_1, Pixel_2, Pixel_3, Pixel_4, Pixel_5, Pixel_6, Pixel_7, Pixel_8, Pixel_9; 
 	reg [data_width-1:0] dly_data ;
	reg 	  dly0 ;
	reg 	  dly1 ;
 	wire 	 ex_valid ;
  wire  window_valid;
	wire [data_width-1:0] P1;
	wire [data_width-1:0] P2;
	wire [data_width-1:0] P3;
	wire [data_width-1:0] P4;
	wire [data_width-1:0] P5;
	wire [data_width-1:0] P6;
	wire [data_width-1:0] P7;
	wire [data_width-1:0] P8;
	wire [data_width-1:0] P9;
	assign data_out_valid = window_valid;
	always @(posedge clock)
		if(!rst_n) begin 
			dly0 <= 0 ;
			dly1 <= 0 ;
			dly_data <= 0 ;
		end 
		else begin 
			dly0 <= data_valid ;
			dly1 <= dly0 ;
			dly_data <= data_in ;
		end 
	assign ex_valid = (data_valid) ? data_valid : dly1 ;
	sliding_window #(
		.data_width(data_width),
		.clock_cycle(317)
	) 
	image_window_nms (
		.clk(clock),
		.rst_n(rst_n),
		.data_in_valid(ex_valid),
		.data_in(dly_data),
		.data_out_valid(window_valid),
		.P1(P1),
		.P2(P2),
		.P3(P3),
		.P4(P4),
		.P5(P5),
		.P6(P6),
		.P7(P7),
		.P8(P8),
		.P9(P9)
	);
 always@(posedge clock)
 begin 
 if(!rst_n) 
 begin
 Pixel_1 <= 8'd1;
 Pixel_2 <= 8'd1;
 Pixel_3 <= 8'd1; 
 Pixel_4 <= 8'd1;
 Pixel_5 <= 8'd1;
 Pixel_6 <= 8'd1;
 Pixel_7 <= 8'd1; 
 Pixel_8 <= 8'd1;
 Pixel_9 <= 8'd1; 
 end 
 else if(window_valid)
 begin 
 Pixel_1 <=  P1; 
 Pixel_2 <= P2;
 Pixel_3 <= P3; 
 Pixel_4 <= P4; 
 Pixel_5 <=  P5;
 Pixel_6 <=  P6;
 Pixel_7 <=  P7; 
 Pixel_8 <=  P8; 
 Pixel_9 <=  P9; 
 end 
 end
  assign data_out = (Pixel_9 | Pixel_8 | Pixel_7 | Pixel_6 | Pixel_5 | Pixel_4 | Pixel_3 | Pixel_2 | Pixel_1);  
 endmodule 
module erosion #(
	                 parameter data_width= 8,
	                 parameter clock_cycle = 317
	              )
	            ( input clock, input rst_n, data_valid ,input [7:0] data_in, output [7:0] data_out, output data_out_valid ); 
  reg [7:0] Pixel_1, Pixel_2, Pixel_3, Pixel_4, Pixel_5, Pixel_6, Pixel_7, Pixel_8, Pixel_9; 
 	reg [data_width-1:0] dly_data ;
	reg 	  dly0 ;
	reg 	  dly1 ;
 	wire 	 ex_valid ;
  wire  window_valid;
	wire [data_width-1:0] P1;
	wire [data_width-1:0] P2;
	wire [data_width-1:0] P3;
	wire [data_width-1:0] P4;
	wire [data_width-1:0] P5;
	wire [data_width-1:0] P6;
	wire [data_width-1:0] P7;
	wire [data_width-1:0] P8;
	wire [data_width-1:0] P9;
	assign data_out_valid = window_valid;
	always @(posedge clock)
		if(!rst_n) begin 
			dly0 <= 0 ;
			dly1 <= 0 ;
			dly_data <= 0 ;
		end 
		else begin 
			dly0 <= data_valid ;
			dly1 <= dly0 ;
			dly_data <= data_in ;
		end 
	assign ex_valid = (data_valid) ? data_valid : dly1 ;
	sliding_window #(
		.data_width(data_width),
		.clock_cycle(317)
	) 
	image_window_nms (
		.clk(clock),
		.rst_n(rst_n),
		.data_in_valid(ex_valid),
		.data_in(dly_data),
		.data_out_valid(window_valid),
		.P1(P1),
		.P2(P2),
		.P3(P3),
		.P4(P4),
		.P5(P5),
		.P6(P6),
		.P7(P7),
		.P8(P8),
		.P9(P9)
	);
 always@(posedge clock)
 begin 
 if(!rst_n) 
 begin
 Pixel_1 <= 8'd1;
 Pixel_2 <= 8'd1;
 Pixel_3 <= 8'd1; 
 Pixel_4 <= 8'd1;
 Pixel_5 <= 8'd1;
 Pixel_6 <= 8'd1;
 Pixel_7 <= 8'd1; 
 Pixel_8 <= 8'd1;
 Pixel_9 <= 8'd1; 
 end 
 else if(window_valid)
 begin 
 Pixel_1 <=  P1; 
 Pixel_2 <= P2;
 Pixel_3 <= P3; 
 Pixel_4 <= P4; 
 Pixel_5 <=  P5;
 Pixel_6 <=  P6;
 Pixel_7 <=  P7; 
 Pixel_8 <=  P8; 
 Pixel_9 <=  P9; 
 end 
 end
  assign data_out = (Pixel_9 & Pixel_8 & Pixel_7 & Pixel_6 & Pixel_5 & Pixel_4 & Pixel_3 & Pixel_2 & Pixel_1);  
 endmodule 
`timescale 1ns / 1ps
module line_buffer #
	(
	parameter clock_cycles = 317,
	parameter data_width = 8
	)
	(
	input [data_width-1:0] 	data_in,
	input 			clock_enable,
	input 			clock,
	output [data_width-1:0] data_out,
	output reg line_valid
	);
   reg [clock_cycles-1:0] shift_reg [data_width-1:0];
   integer j;
   initial 
	for(j=0;j<clock_cycles;j=j+1)
		shift_reg[j] = 0 ;
   genvar i;
   generate
      for (i=0; i < data_width; i=i+1) 
      begin: label
         always @(posedge clock)
            if (clock_enable)
              begin
                 shift_reg[i] <= {shift_reg[i][clock_cycles-2:0], data_in[i]};
                 line_valid <= 1'b1;
              end
           else
                  line_valid <= 1'b0;
         assign data_out[i] = shift_reg[i][clock_cycles-1];
      end
   endgenerate
endmodule
`timescale 1ns / 1ps
module morphology_operation #(
                  parameter clock_cycle = 317,
					parameter data_width = 8
             )( 
									  input clock, 
									  input rst_n, data_valid,
									  input [7:0] data_in,
									  output [7:0] data_out,
									  output data_out_valid
									);
wire [7:0] closed_dilated_data;
wire closed_dilate_valid;
dilation    #(
                  	.data_width (8),
	                 .clock_cycle(317)
             )
             closed_dilation_dut( .clock(clock),
                   .rst_n(rst_n), 
                   .data_valid(data_valid),
                   .data_in(data_in), 
                   .data_out(closed_dilated_data), 
                   .data_out_valid(closed_dilate_valid) 
                   ); 
erosion    #(
                  	.data_width (8),
	                 .clock_cycle(37)
             )
             erode_dut( .clock(clock),
                   .rst_n(rst_n), 
                   .data_valid(closed_dilate_valid),
                   .data_in(closed_dilated_data), 
                   .data_out(data_out), 
                   .data_out_valid(data_out_valid) 
                   ); 
endmodule
`timescale 1ns / 1ps
module sliding_window #(
	parameter data_width= 8,
	parameter clock_cycle = 317
	)
	(
	input 		clk,
	input 		rst_n,
	input		data_in_valid,
	input  [data_width-1:0] data_in,
	output	  reg  data_out_valid,
	output [data_width-1:0] P1,
	output [data_width-1:0] P2,
	output [data_width-1:0] P3,
	output [data_width-1:0] P4,
	output [data_width-1:0] P5,
	output [data_width-1:0] P6,
	output [data_width-1:0] P7,
	output [data_width-1:0] P8,
	output [data_width-1:0] P9
   );
	reg 		data_valid_p9;
	reg 		data_valid_p8;
	reg 		data_valid_p7;
	reg 		data_valid_p6;
	reg 		data_valid_p5;
	reg 		data_valid_p4;
	reg 		data_valid_p3;
	reg 		data_valid_p2;
	reg 		data_valid_p1;	
	reg [data_width-1:0]	p1;
	reg [data_width-1:0]	p2;
	reg [data_width-1:0]	p3;
	reg [data_width-1:0]	p4;
	reg [data_width-1:0]	p5;
	reg [data_width-1:0]	p6;
	reg [data_width-1:0]	p7;
	reg [data_width-1:0]	p8;
	reg [data_width-1:0]	p9;
	wire 		data_valid_line1;
	wire 		data_valid_line2;
	wire [data_width-1:0]	line1_out;
	wire [data_width-1:0]	line2_out;
	assign P1 = p1;
	assign P2 = p2;
	assign P3 = p3;
	assign P4 = p4;
	assign P5 = p5;
	assign P6 = p6;
	assign P7 = p7;
	assign P8 = p8;
	assign P9 = p9;
	always@(posedge clk)
	begin
	  if(!rst_n)
	    begin
	      data_out_valid <= 1'b0;
	    end
	   else if(data_in_valid)
	     begin
	      data_out_valid <= 1'b1;
	      end
	    else
	      data_out_valid <= 1'b0;
	 end
   always @(posedge clk)
   begin
    if (!rst_n) 
    begin
         p9 <= 1'b0;
			   data_valid_p9 <= 0;
    end 
		else if (data_in_valid) 
		begin
         p9 <= data_in;
			   data_valid_p9 <= 1;
    end
    else 
     begin 
			   p9 <= 0 ;
         data_valid_p9 <= 0;
     end 
   end
   always @(posedge clk)
   begin
      if (!rst_n) 
      begin
         p8 <= 1'b0;
	       data_valid_p8 <= 0;
      end 
      else if (data_valid_p9) 
      begin
         p8 <= p9;
	       data_valid_p8 <= 1;
      end
      else 
      begin 
	       p8 <= 0 ;
	       data_valid_p8 <= 0 ;
      end 
    end		
   always @(posedge clk)
   begin
      if (!rst_n)
      begin
         p7 <= 1'b0;
	       data_valid_p7 <= 0;
      end
      else if (data_valid_p8) 
      begin
         p7 <= p8;
	       data_valid_p7 <= 1;
      end	
      else
       begin 
	       p7 <= 0 ;
	       data_valid_p7 <= 0 ;
     end
   end
	wire line1_valid_out;
	line_buffer #(
		.clock_cycles(clock_cycle),
		.data_width(data_width)
	) 
	buffer_1(
		.data_in( p7),  
		.clock_enable(data_valid_p7), 
		.clock(clk), 
		.data_out(line1_out),
		.line_valid(line1_valid_out)
	);
   always @(posedge clk)
   begin
      if (!rst_n) 
      begin
         p6 <= 1'b0;
	       data_valid_p6 <= 0;
      end 
      else if (line1_valid_out) 
      begin
         p6 <= line1_out;
	       data_valid_p6 <= 1;
      end
      else
       begin 
        	p6 <= 0 ;	
	       data_valid_p6 <= 0 ;
      end 
    end
   always @(posedge clk)
   begin
      if(!rst_n) 
      begin
         p5 <= 1'b0;
	       data_valid_p5 <= 0;
      end 
      else if (data_valid_p6) 
      begin
         p5 <= p6;
	       data_valid_p5 <= 1;
      end
      else
      begin 
	       p5 <= 0 ;
	       data_valid_p5 <= 0 ;
      end 
  end		
   always @(posedge clk)
   begin
      if (!rst_n) 
      begin
         p4 <= 1'b0;
	       data_valid_p4 <= 0;
      end 
      else if (data_valid_p5) 
      begin
         p4 <= p5;
	       data_valid_p4 <= 1;
      end	
      else 
      begin 
       p4 <= 0 ;
       data_valid_p4 <= 0 ;
      end 
  end
	wire line2_valid_out;
	line_buffer #(
		.clock_cycles(clock_cycle),
		.data_width(data_width)
	) 
	buffer_2(
		.data_in( p4 ), 
		.clock_enable(data_valid_p4), 
		.clock(clk), 
		.data_out(line2_out),
		.line_valid(line2_valid_out)
	);
   always @(posedge clk)
   begin
      if (!rst_n) 
      begin
         p3 <= 1'b0;
			   data_valid_p3 <= 0;
      end 
      else if (line2_valid_out)
       begin
         p3 <= line2_out;
			   data_valid_p3 <= 1;
      end
	    else  
	    begin 
	       p3 <= 0;
	       data_valid_p3 <= 0;
	    end
	 end 
   always @(posedge clk)
   begin
      if (!rst_n) 
      begin
         p2 <= 1'b0;
			   data_valid_p2 <= 0;
      end 
      else if (data_valid_p3)
      begin
         p2 <= p3;
			   data_valid_p2 <= 1;
      end		
      else
      begin 
			   p2 <= 0 ;
			   data_valid_p2 <= 0 ;	
      end
  end 
   always @(posedge clk)
   begin
      if (!rst_n) 
      begin
         p1 <= 1'b0;
			   data_valid_p1 <= 0;
      end 
      else if (data_valid_p2) 
      begin
         p1 <= p2;
			   data_valid_p1 <= 1;
      end
      else  
      begin 
			   p1 <= 0 ; 
			   data_valid_p1 <= 0 ;
      end 
  end	
endmodule
==> ./run.sh <==
#!/bin/bash
# OpenROAD 26Q1-2900-gdf79404cd8, Yosys 0.63+post, stock flow scripts
make -C /OpenROAD-flow-scripts/flow DESIGN_CONFIG=/design/flow/config.mk WORK_HOME=/design/flow/orfs finish
==> ./config.mk <==
export PLATFORM = sky130hd
export DESIGN_NAME = morphology_operation
export DESIGN_NICKNAME = morphology_operation
export VERILOG_FILES = /design/flow/design.v
export SDC_FILE = /design/flow/constraint.sdc
export NUM_CORES = 4
export LEC_CHECK = 1
export CORE_UTILIZATION = 50
==> ./constraint.sdc <==
current_design morphology_operation

set clk_period 146.0
set clk_io_pct 0.2

create_clock -name clk0 -period $clk_period [get_ports {clock}]

set non_clock_inputs [all_inputs -no_clocks]
set_input_delay [expr $clk_period * $clk_io_pct] -clock clk0 $non_clock_inputs
set_output_delay [expr $clk_period * $clk_io_pct] -clock clk0 [all_outputs]
==> impl_metrics.py <==
# Auto-generated metrics
metrics = {
    "outcome": {
        "outcome": "completed",
    },
    "setup_path": {
        "critPathArrivalTime_ns": 3.15,
        "worst_reg_to_reg_path_cell_count": 7,
        "setup.worst_path.class": "reg -> out",
        "critical_path.startpoint_type": "flip-flop",
        "critical_path.endpoint_type": "output pin",
        "worst_ep_required_time_ns": 116.80,
        "setup.worst_path.end": "data_out[2]",
        "crit_start": "erode_dut.Pixel_1[2]",
        "worst-path-max-fanout": 2,
        "r2r_slack_ns": 139.85,
    },
    "sta": {
        "unrepaired_setup_endpoints_after_global_routing": "false",
        "max_freq_mhz": 30.92,
        "setup_slack_ns": 113.66,
        "tightestPinTransition_ns": 0.8846,
        "period_needed_ns": 32.35,
        "post-route-period-util_pct": 22.15,
        "max_slew_margin_pct": 41.03,
        "report.final.slew_viol_count": 0,
        "hold_violations": 0,
        "finClkSkew_ns": 0.04917,
        "fin_hold_ws_ns": 0.3777,
        "setup_viol_count_final": 0,
        "fin_tns_setup_ns": 0,
    },
    "layout": {
        "fin_cells": 21290,
        "post_route_cells_drive_above_1_share_pct": 11.71,
        "postLayoutCoreUtil_pct": 56.99,
        "synthesis_to_finish_area_growth_pct": 13.62,
    },
    "synthesis": {
        "synthesis.yosys.warnings": 9,
        "yosysChipArea_um2": 314900,
        "avgSynthCellArea_um2": 28.51,
        "synth_cell_types": 19,
        "synth-cells-yosys": 11040,
        "synth_seq_share_pct": 98.81,
        "post_synth_instance_area_um2": 314900,
        "synth-seq-cells": 10470,
        "post_synth_inst_count": 11040,
    },
    "job": {
        "warnings": 96,
        "drv_cap": 0,
    },
    "die": {
        "coreArea_um2": 627700,
        "die-width_um": 795.6,
        "floorplan.rows": 291,
        "fp.dieArea_um2": 632900,
        "fp_util_pct": 50.16,
        "pin_count": 20,
        "die-height_um": 795.6,
    },
    "global_routing": {
        "grt_overflow_total": 0,
        "number_of_global_route_vias_before_repair": 108500,
        "initial_antenna_violation_count": 3,
        "grt_pass1_wl_um": 564600,
        "grt_start_max_net_pins": 160,
        "globalRouteTotalUtil_pct": 12.40,
    },
    "route": {
        "route.detailed.vias_per_inst": 4.851,
        "routed_wire_length_per_instance_um": 15.98,
        "highest-signal-layer": "met5",
        "wire_length_on_met3_um": 47770,
        "detail_route.wirelength.met1_um": 158300,
        "vias": 103300,
        "drt_drc_violations_left": 0,
        "totalWireLength_um": 340200,
        "drt.antenna.violating_nets": 0,
        "drt_first_iter_violations": 7292,
        "drt_first_pass_iters": 5,
        "detailroute.wirelength.met2_um": 123500,
    },
    "placement": {
        "port_buffers": 19,
        "dp_worst_setup_slack_ns": 114.75,
        "dp_cells": 19510,
        "post_dp_hpwl_um": 131200,
        "gpl.final_weighted_congestion": 0.7610,
    },
    "clock_network": {
        "cts.path.max_buffers": 4,
        "tritoncts": "done",
        "ctsHoldBuffers": 0,
        "post_cts.repair.setup_buffers": 0,
        "total_clock_buffers_created_by_cts": 959,
        "clock.latency.late_pin_ns": 1.13,
        "cts.htree.levels": 6,
        "cts_repair_resize_count": 0,
        "clock-root-buffer": "sky130_fd_sc_hd__clkbuf_16",
        "clkTransAtPathRegs_ns": 0.06,
        "tritoncts_num_sinks": 10470,
    },
    "pwr": {
        "irDropWorstVdd_uv": 11.94,
        "power_leakage_nw": 82.44,
        "power-per-cell-area_nw_per_um2": 15.95,
    },
    "min_path": {
        "timing.hold.worst.class": "reg -> reg",
    },
}
==> per-layer routing <==
layer  global-route usage [%]  vias to the layer above
li1                         -                    46940
met1                    24.85                    51260
met2                    12.94                     4242
met3                    8.830                      849
met4                    3.356                        2
met5                        0                        -
==> cells in the final DEF, fill, tap and decap left out, types with 3 or more instances in the layout <==
cell type	synthesis	final
sky130_fd_sc_hd__edfxtp_1	10140	10140
sky130_fd_sc_hd__clkbuf_16	0	969
sky130_fd_sc_hd__dfxtp_1	326	320
sky130_fd_sc_hd__clkinv_1	0	220
sky130_fd_sc_hd__clkinv_2	0	206
sky130_fd_sc_hd__clkbuf_1	20	201
sky130_fd_sc_hd__mux2i_1	144	144
sky130_fd_sc_hd__nor2_1	134	134
sky130_fd_sc_hd__and3_1	128	128
sky130_fd_sc_hd__buf_4	7	122
sky130_fd_sc_hd__bufinv_16	0	94
sky130_fd_sc_hd__and2_1	40	40
sky130_fd_sc_hd__nand2_1	26	26
sky130_fd_sc_hd__clkinvlp_4	0	23
sky130_fd_sc_hd__buf_12	0	23
sky130_fd_sc_hd__clkinv_16	0	21
sky130_fd_sc_hd__clkdlybuf4s50_1	0	18
sky130_fd_sc_hd__nor3_1	16	16
sky130_fd_sc_hd__clkinv_8	0	13
sky130_fd_sc_hd__clkbuf_8	0	11
sky130_fd_sc_hd__inv_16	0	10
sky130_fd_sc_hd__inv_6	0	10
sky130_fd_sc_hd__nand4_1	8	8
sky130_fd_sc_hd__nand3_1	8	8
sky130_fd_sc_hd__nor4_1	8	8
sky130_fd_sc_hd__a31oi_1	8	8
sky130_fd_sc_hd__dfxtp_4	0	6
sky130_fd_sc_hd__clkinv_4	0	3
==> cell families (layout without fill, tap and decap cells) <==
family / Yosys count / after routing / synth area share, %
compound gates: 10 / 10 / 0.02066
buf+inv: 52 / 1949 / 0.1144
flops: 10470 / 10470 / 98.81
mux: 144 / 144 / 0.4578
other cells: 0 / 2 / 0
simple gates: 368 / 368 / 0.5945
==> worst min path at each step <==
stage | startpoint | endpoint | slack, ns | cells past startpoint
after CTS | flip-flop | flip-flop | 0.37 | 0
after global routing | flip-flop | flip-flop | 0.38 | 0
final | flip-flop | flip-flop | 0.38 | 0
==> report_power, final <==
part           internal (mW)  switching [mW]
Sequential              3.26         0.00232
Combinational        0.00286          0.0175
Clock                   1.39            1.03
Total                   4.65            1.05
==> layout make-up <==
| class | count | area (µm²) |
|---|---|---|
| Fill cell | 43300 | 270000 |
| Clock buffer | 1182 | 25160 |
| Inverter | 1 | 6.256 |
| Clock inverter | 603 | 6036 |
| Sequential cell | 10470 | 311200 |
| Tap cell | 8350 | 10450 |
| Timing Repair Buffer | 163 | 1556 |
| Multi-Input combinational cell | 522 | 3378 |
| Antenna cell | 2 | 5.005 |
==> through the flow <==
stage	total power [mW]	area [µm²]
2_1_floorplan	3.443	314900
3_3_place_gp	3.346	326500
3_5_place_dp	3.347	326500
4_1_cts	5.802	357700
5_1_grt	5.920	357700
6_report	5.705	357700
==> worst max-delay path: stages (launching register included) <==
cell and delay, ns:
sky130_fd_sc_hd__dfxtp_1 0.35, sky130_fd_sc_hd__nand4_1 0.09, sky130_fd_sc_hd__nor3_1 0.71, sky130_fd_sc_hd__buf_4 0.29, sky130_fd_sc_hd__clkdlybuf4s50_1 0.58
==> cells in the mapped netlist, drive strengths merged <==
cell type      n  area (µm²)
edfxtp     10140      304600
dfxtp        326        6526
mux2i        144        1441
nor2         134       503.0
and3         128       800.8
and2          40       250.2
buf           29       269.0
nand2         26       97.59
clkbuf        22       85.08
nor3          16       80.08
a31oi          8       50.05
nand3          8       40.04
nand4          8       50.05
nor4           8       50.05
o21a           2       15.01
inv            1       6.260
No activity file was given, so power comes from the tool's default toggle rates.
